==> ./design.v <==
module top
  (input wire clk, rst,
   output reg [3:0] q);
   always @(posedge clk) begin
      if (rst) q <= 0;
      else q <= q + 1;
   end
endmodule  
==> ./run.sh <==
#!/bin/bash
# OpenROAD 26Q1-2900-gdf79404cd8, Yosys 0.63+post, stock flow scripts
make -C /OpenROAD-flow-scripts/flow DESIGN_CONFIG=/design/flow/config.mk WORK_HOME=/design/flow/orfs finish
==> ./config.mk <==
export PLATFORM = sky130hd
export DESIGN_NAME = top
export DESIGN_NICKNAME = top
export VERILOG_FILES = /design/flow/design.v
export SDC_FILE = /design/flow/constraint.sdc
export NUM_CORES = 4
export LEC_CHECK = 1
export CORE_AREA = 10 10 70 70
export DIE_AREA = 0 0 80 80
==> ./constraint.sdc <==
current_design top

set clk_period 1.0
set clk_io_pct 0.2

create_clock -name clk0 -period $clk_period [get_ports {clk}]

set non_clock_inputs [all_inputs -no_clocks]
set_input_delay [expr $clk_period * $clk_io_pct] -clock clk0 $non_clock_inputs
set_output_delay [expr $clk_period * $clk_io_pct] -clock clk0 [all_outputs]
==> notes.md <==
run metrics: status finished clean, crit path cell chain buf_4 -> nand3_1 -> mux2_4, DRT antenna net count 0, H-tree depth 1, Clock power frac 46.0%, Largest register FFs 4, CP Launch Type flop, cells after synthesis 13, Layout area overhead 114.7%, drt total wl 429 um, Worst Tran Pin Value 0.1179 ns, Tmin final 0.9546 ns, Cell Count, Final, Fillers Out 72, clock-pin slew on the worst setup and hold paths 0.04 ns, Commonest Layout Cell buf_4, Final Cycle Share 95.46%, RR Endpoint q[3], I/O pin cnt 6, crit path DAT 1.07 ns, Max Clk Rate 1.048 GHz, vias in the first global route 159, setup bufs post-CTS 0, HPWL Detailed 318.5 um, Cell variety after synth 7, max_cap viols 0, Avg Inst Size Synth 11.16 um2, RSZ-0062 raised after global routing no, Crit. End Element flop, skew final 0.002588 ns, DRT iter0 DRCs 2, CTS tree built, Vias/cell 1.903, Core Density at Floorplan 4.249%, Post-synth seq share 55.17%, crit-path max FO 2, Synthesis Warnings 1, Worst Setup EP q[3], Setup TNS 0 ns, via count 137, cells on worst reg2reg path 3, reg2reg setup slack 0.05 ns, layout cells sized above 1 50.00%, PD cells 1379 nW/um2, root buffer cell clkbuf_4, Hold WC Path Type flop to flop, largest net degree at the start of global routing 4, gr usage total 1.576%, global-route wire length before repair 703 um, clk sink count 4, worst setup path startpoint q[1], VDD IR max 0.0002405 V, CTS Buf Count 3, tool warnings 25, Placement Rows 21, Worst slew margin 92.08%, Yosys reg bits 4, routed len/inst 5.958 um, Yosys chip area 145.1 um2, DRC viols 0, Top reg by flops q, CP max stage delay 0.33 ns, ant diodes 0, CP Class flop to flop, Final Setup Violations 0, drt first pass iters 2, Top Registers q: 4 flops, core area 3416 um2, post-synth design cell area 145.1 um2, Layout Utilization 9.121%, reg2reg start q[1], CP max-delay cell dfxtp_1, I/O Buffers 5, Placed Cells 69, gr ovfl total 0, Die Wd 80 um, clk buf depth 2, yosys cell count 13, Post-CTS Hold Fix Bufs 0, clk latency late pin 0.23 ns, initial antenna violation count 0, Power Internal 0.3422 mW, Hold Violations, Final 0, routability cong. 0.6725, most common logic cells in the final layout buf_4, nor2_1, clkbuf_4, clkdlybuf4s15_1, dfxtp_2, Gate power share 12.8%, chip height 80 um, Net Sw Power 0.08747 mW, Switching Fraction 20.36%, chip footprint 6400 um2, Worst Path Required 1.12 ns, Flop pwr share 41.2%, max-slew violations 0, LEAKAGE 0.1266 nW
## repair_timing
item | CTS | global route
setup endpoints to repair | 4 | 4
gates cloned | 0 | 0
resized | 8 | 4
## final cells by class
type	count	area, um2
clock buffers	3	22.52
fillers	406	3104
multi-input cells	9	65.06
flip-flops and latches	4	83.83
well taps	46	57.56
repair buffers	10	82.58
## power groups by stage
stage	combinational [mW]	sequential, mW	clock, mW
final	0.0549	0.177	0.198
after global routing	0.0637	0.178	0.229
after CTS	0.0582	0.177	0.208
## worst min path at each step
stage / depth (start not counted) / end / from / slack, ns
after CTS: 2 / q[0] / q[0] / 0.51
after global routing: 2 / q[0] / q[0] / 0.53
final: 2 / q[0] / q[0] / 0.51
## cell families after synthesis
logic type    after synthesis  share of synthesized area, %
simple gates                6                         19.82
flops                       4                         55.17
xor+xnor                    1                         6.036
mux                         1                         10.34
fa+ha+maj                   1                         8.619
## metrics by stage
stage          worst slack (ns)  power [mW]  instance area [um2]  hold slack, ns
3_5_place_dp            -0.1439      0.2408                290.3          0.5132
6_report                0.04541      0.4297                311.5          0.5058
4_1_cts                 0.01271      0.4429                312.8          0.5069
3_3_place_gp            -0.1238      0.2384                290.3          0.5081
2_1_floorplan            0.1799      0.1922                145.1          0.2667
5_1_grt                0.001178      0.4711                311.5          0.5285
## metal layers
layer / vias up / track usage (%) / wire [um]
li1: 68 / - / -
met1: 59 / 1.398 / 169
met2: 10 / 1.364 / 109
met3: 0 / 3.068 / 150
met4: 0 / 0.5282 / 0
met5: - / 0 / 0
## cells in the mapped netlist
| cell type | count | area share, % |
|---|---|---|
| nor2b_1 | 2 | 8.6 |
| mux2_4 | 1 | 10 |
| nand3_1 | 1 | 3.4 |
| xnor2_1 | 1 | 6.0 |
| dfxtp_1 | 4 | 55 |
| ha_1 | 1 | 8.6 |
| nor2_1 | 3 | 7.8 |
## worst max-delay path, delay by kind of cell (launching register included)
kind | cells | cell delay (ns)
DFF | 1 | 0.33
muxes | 1 | 0.30
buffers and inverters | 1 | 0.12
and+or+nand+nor | 1 | 0.10
No activity file was given, so power comes from the tool's default toggle rates.
